**/design/flow/run.sh**
```bash
#!/bin/bash
# OpenROAD 26Q1-2900-gdf79404cd8, Yosys 0.63+post, stock flow scripts
make -C /OpenROAD-flow-scripts/flow DESIGN_CONFIG=/design/flow/config.mk WORK_HOME=/design/flow/orfs finish
```
**/design/flow/config.mk**
```make
export PLATFORM = sky130hd
export DESIGN_NAME = gates
export DESIGN_NICKNAME = gates
export VERILOG_FILES = /design/flow/design.v
export SDC_FILE = /design/flow/constraint.sdc
export NUM_CORES = 4
export LEC_CHECK = 1
export CORE_AREA = 10 10 70 70
export DIE_AREA = 0 0 80 80
```
**/design/flow/constraint.sdc**
```tcl
current_design gates

set clk_period 1.0
set clk_io_pct 0.2

create_clock -name clk0 -period $clk_period

set non_clock_inputs [all_inputs -no_clocks]
set_input_delay [expr $clk_period * $clk_io_pct] -clock clk0 $non_clock_inputs
set_output_delay [expr $clk_period * $clk_io_pct] -clock clk0 [all_outputs]
```
**/design/flow/design.v**
```verilog
module gates(input      [3:0] a, b,  output reg [3:0] y1, y2, y3, y4, y5);
  always @(a , b) 
    begin
    y1 = a & b;
    y2 = a | b;
    y3 = a ^ b;
    y4 = ~(a & b);
    y5 = ~(a | b);
  end
endmodule
```
==> run notes <==
Notes from the flow run.

Clock network:
- The run gives the post-cts hold-fix buffer tally as 0.

Cells and area:
- The run puts the count of flip-flops and latches at 0.
- The run gives the fill cell total of the finished layout as 391.
- The run puts the layout cell share with drive strength beyond 1 at 64.38%.
- The run gives the logic area as 262.8 sq um.
- The run gives the finished layout cell area as ~740 sq um.
- For this run, the number of standard cells in the final layout without fillers is 119.
- The run gives the area added between synthesis and finish as 184.6%.
- The run puts the layout clock buffer count at 0.
- The run puts the sequential cell area at 0 sq um.

Floorplanning:
- The run puts the total number of placement rows at 21.
- The run puts the core utilization at floorplan at 7.619%.
- For this design the top-level I/O count stands at 28.
- The die is 80 um wide.
- The run puts the die area at about 6400 sq um.
- The run puts the vertical die dimension at 80 um.
- The run gives the core footprint as 3416 sq um.

Power and ir drop:
- The run puts the worst IR drop on VDD at 0.08258 mV.
- Per the OpenROAD power report, leakage power amounts to approximately 0.38 nW.
- For this design the ratio of total power to cell area is 274.3 nW/um^2.

Synthesis:
- The run gives the yosys stat chip area as around 260 sq um.
- In the post-synthesis netlist, the biggest area contributors are sky130_fd_sc_hd__ha_1, sky130_fd_sc_hd__inv_1.
- The run gives the fraction of the yosys area taken by sequential cells as 0%.
- The run gives the share of the synthesized area in the top cell type as 76.92%.
- The run puts the distinct cell type count after synthesis at 2.
- The run gives the most area-hungry cell type in the Yosys netlist as sky130_fd_sc_hd__ha_1.
- The run puts the gate count after technology mapping at 32.
- The synthesis report lists the Yosys warning total as 1.
- The run puts the cell area after synthesis at about 260 sq um.
- After synthesis, the mean cell area works out to 8.133 sq um.
- The synth_stat.txt file lists the number of cells as 32.
- Sorting the synthesized cells by how often they occur yields sky130_fd_sc_hd__ha_1, sky130_fd_sc_hd__inv_1.

Setup path:
- The run gives the startpoint class of the critical path as an input port.
- The critical path in this run is classified as input port to output port.
- The run puts the maximum fanout along the worst path at 3.
- The run puts the path length in cells of the critical path at 5.
- Listed in order, past its start point the critical path passes buf_6 -> inv_2 -> buf_4 -> ha_1 -> clkdlybuf4s15_1.
- In this run the worst setup path terminates at y5[2].
- Counting both buffers and inverters, the worst setup path holds a total of 4.
- The run gives the sort of element at the end of the critical path as an output port.
- The run gives the longest individual stage delay on the worst path as ~0.17 ns.
- The required time at the worst endpoint is listed as ~0.80 ns.
- The arrival time of data at the worst endpoint is listed as 0.77 ns.
- The run gives the source of the critical timing path as a[2].
- The slowest stage of the critical path belongs to the cell sky130_fd_sc_hd__ha_1.
- On the critical path the largest part of the delay comes from buffers and inverters.

GRT:
- The run gives the first-pass GRT wire length as between 1.5 and 2 mm.
- The run gives the total routing usage reported by global routing as 2.701%.
- The run gives the number of global-route vias before repair as 340.
- The run gives the aggregate global routing overflow as 0.
- The run gives the initial antenna violation count as 0.
- The run gives the maximum number of pins on one net before global-route repair as 4.

STA:
- For the pin with the worst max-slew slack, the measured transition is between 0.07 and 0.08 ns.
- The run puts the final critical-path share of the clock period at 97.36%.
- Setup repair after global routing left no endpoint under its margin.
- Max-slew check failures listed in the final report amount to 0.
- The run puts the minimum setup slack in the final design at ~0.026 ns.
- The run puts the number of setup violations in the final report at 0.
- The run puts the minimum clock period after layout at 0.9736 ns.
- In the final report, the number of hold violations comes to 0.
- The run puts the worst hold slack at 0.7511 ns.
- The run gives the summed negative setup slack over all endpoints as 0 ns.
- Static timing analysis puts the maximum clock frequency at 1.027 GHz.
- The run gives the relative slew slack as 95.27%.

Placement:
- The detailed placer reported the number of placed instances as 118.
- The run puts the worst setup timing slack at the placement stage at -0.7085 ns.
- The run puts the cell area reported after detailed placement at ~690 sq um.
- The run gives the number of buffer cells added on primary ports as 28.
- In the placement report, post-DP HPWL is listed as 822.9 um.
- The final weighted congestion recorded by global placement is around 0.69.

Drt:
- The run puts the first-pass iteration count of the detailed router at 2.
- In the post-route report, total wirelength is listed as approximately 910 um.
- The run gives the diode insertion count for antenna repair as 0.
- The detail route stage leaves a number of antenna-violating nets equal to 0.
- The script logs the mean routed wire length per placed instance as 7.655 um.
- Detailed-route iteration 0 reported a violation count of 2.
- The run puts the via-per-instance ratio at 2.689.
- The routed layout has 320 vias.
- The run puts the total DRC errors in the routed layout at 0.

Job:
- The run gives the number of violations of the max-capacitance limit as 0.
- OpenROAD emitted warnings numbering 44.

Status:
- The flow ran to the end, and the final reports show no timing, DRC or antenna violations.

Min path:
- In this run the worst hold path is classified as input port to output port.
- The run gives the startpoint of the most critical hold path as b[0].
tightest hold or removal path, delay by kind of cell:
family	cells	cell delay [ns]
buf+inv	3	0.22
fa+ha+maj	1	0.13
cell usage in the layout (no fill, tap or decap):
cell type	n
sky130_fd_sc_hd__buf_2	4
sky130_fd_sc_hd__buf_6	14
sky130_fd_sc_hd__inv_2	8
sky130_fd_sc_hd__ha_2	5
sky130_fd_sc_hd__clkdlybuf4s15_1	5
sky130_fd_sc_hd__buf_4	8
sky130_fd_sc_hd__clkbuf_2	4
sky130_fd_sc_hd__dlygate4sd2_1	6
sky130_fd_sc_hd__ha_4	4
sky130_fd_sc_hd__inv_1	8
sky130_fd_sc_hd__ha_1	7
per-layer routing:
layer,GRT usage (%),routed length [um],up-vias,part of all wire (%)
li1,-,-,168,-
met1,3.428,331,140,36
met2,4.334,458,12,50
met3,1.250,121,0,13
met4,0,0,0,0
met5,0,0,-,0
cell type report:
cell class	instances	share of cell area, %
Timing Repair Buffer	41	48.65
Multi-Input combinational cell	16	35.47
Tap cell	46	7.770
Inverter	16	8.108
worst min path at each step:
stage | to | cells past startpoint
CTS | y3[0] | 4
finish | y3[0] | 4
global route | y4[2] | 4
metrics by stage:
step	utilization (%)	power [mW]
after floorplan	-	0.01954
after global placement	20.15	0.2086
after detailed placement	20.15	0.2106
after CTS	21.83	0.2106
after global routing	21.69	0.2346
final	21.69	0.2032
repair_timing:
action,4_1_cts,5_1_grt
setup endpoints to repair,20,7
cloned,0,0
setup buffers,6,0
pin swaps,1,0
resized,101,8
report_power, final:
part	switching, mW	internal, mW	total (mW)
logic	0.0669	0.136	0.203
clock network	0	0	0
registers	0	0	0
total	0.0669	0.136	0.203
cells by family (layout without fill, tap and decap cells):
| kind of cell | Yosys count | after routing | synth area share (%) |
|---|---|---|---|
| fa+ha+maj | 16 | 16 | 76.92 |
| buf+inv | 16 | 57 | 23.08 |
Power is estimated from default activity; no workload was simulated.
